## flow/config.mk

```make
export PLATFORM = sky130hd
export DESIGN_NAME = async_controller
export DESIGN_NICKNAME = async_controller
export VERILOG_FILES = /design/flow/design.v
export SDC_FILE = /design/flow/constraint.sdc
export NUM_CORES = 4
export LEC_CHECK = 1
export CORE_AREA = 10 10 90 90
export DIE_AREA = 0 0 100 100
```

## flow/constraint.sdc

```tcl
current_design async_controller

set clk_period 2.6
set clk_io_pct 0.2

create_clock -name clk0 -period $clk_period [get_ports {clk}]

set non_clock_inputs [all_inputs -no_clocks]
set_input_delay [expr $clk_period * $clk_io_pct] -clock clk0 $non_clock_inputs
set_output_delay [expr $clk_period * $clk_io_pct] -clock clk0 [all_outputs]
```

## flow/design.v

```verilog
`timescale 1ns / 100ps
module async_controller( input         clk,
                                       WE, EN,
                         input  [2:0]  addr,
                         input  [3:0]  data_write,
                         inout  [15:0] MemDB,
                         output        RamAdv,
													RamClk,
													RamCS,
                                       MemOE,
                                       MemWR,
                                       RamLB,
                                       RamUB,
                         output [3:0]  an,
                         output [7:0]  seg,
                         output [22:0] MemAdr );
   wire systemClock;
   assign systemClock = clk;
   assign MemAdr = { { 20{1'b0} }, addr };
   reg        WR, CS;
   reg [15:0] data_read;
   assign MemDB = ( WR ) ? { data_write, data_write, data_write, data_write } : 16'bZ;	
   always @( posedge systemClock ) begin
      data_read = MemDB;
      WR <= WE;
      CS <= EN;		
   end
   async_fsm async( systemClock,
                    WR,
                    CS,
						  RamAdv,
						  RamClk,
                    RamCS,
                    MemOE,
                    MemWR,
                    RamLB,
                    RamUB );
   disp_hex_mux hex_display( systemClock,
                             1'b0,
                             data_read[15:12],
                             data_read[11:8],
                             data_read[7:4],
                             data_read[3:0],
                             4'hf,
                             an,
                             seg );
endmodule
module async_fsm( input  clk,
                         WR,
                         CS,
                  output RamAdv,
								 RamClk,
								 RamCS,
                         MemOE,
                         MemWR,
                         RamLB,
                         RamUB );
   localparam
      READY = 2'b00,
      READ  = 2'b01,
      WRITE = 2'b10,
      INACTIVE = 7'b1111111,
      CYCLES_TO_WAIT = 3'd6;
   reg [1:0] current, next;
   reg [2:0] cycle_count;
   reg [6:0] controls;
   assign { RamAdv, RamClk, RamCS, MemOE, MemWR, RamLB, RamUB } = controls;
   initial begin
      current     <= READY;
      next        <= READY;
      cycle_count <= 3'd0;
      controls    <= INACTIVE;
   end
   always @( posedge clk ) begin
      current     <= next;
      cycle_count <= ( READY == current ) ? 3'd0 :
      cycle_count + 1'b1;
   end
   always @( * ) begin
      case( current )
         READY:   begin
            next     <= ( CS ) ? 
                        ( ( WR ) ? WRITE : READ ) :
                        READY;
            controls <= INACTIVE;
         end
         READ:    begin
            next     <= ( CYCLES_TO_WAIT == cycle_count ) ? READY : READ;
            controls <= 7'b0000100;
         end
         WRITE:   begin
            next     <= ( CYCLES_TO_WAIT == cycle_count ) ? READY : WRITE;
            controls <= 7'b0001000;
         end
         default: begin
            next     <= READY;
            controls <= INACTIVE;
         end
      endcase
   end		
endmodule 
module disp_hex_mux
   (
    input wire clk, reset,
    input wire [3:0] hex3, hex2, hex1, hex0,   
    input wire [3:0] dp_in,              
    output reg [3:0] an,   
    output reg [7:0] sseg  
   );
   localparam N = 18;
   reg [N-1:0] q_reg;
   wire [N-1:0] q_next;
   reg [3:0] hex_in;
   reg dp;
   always @(posedge clk, posedge reset)
      if (reset)
         q_reg <= 0;
      else
         q_reg <= q_next;
   assign q_next = q_reg + 1'b1;
   always @*
      case (q_reg[N-1:N-2])
         2'b00:
            begin
               an =  4'b1110;
               hex_in = hex0;
               dp = dp_in[0];
            end
         2'b01:
            begin
               an =  4'b1101;
               hex_in = hex1;
               dp = dp_in[1];
            end
         2'b10:
            begin
               an =  4'b1011;
               hex_in = hex2;
               dp = dp_in[2];
            end
         default:
            begin
               an =  4'b0111;
               hex_in = hex3;
               dp = dp_in[3];
            end
       endcase
   always @*
   begin
      case(hex_in)
         4'h0: sseg[6:0] = 7'b1000000;
         4'h1: sseg[6:0] = 7'b1111001;
         4'h2: sseg[6:0] = 7'b0100100;
         4'h3: sseg[6:0] = 7'b0110000;
         4'h4: sseg[6:0] = 7'b0011001;
         4'h5: sseg[6:0] = 7'b0010010;
         4'h6: sseg[6:0] = 7'b0000010;
         4'h7: sseg[6:0] = 7'b1111000;
         4'h8: sseg[6:0] = 7'b0000000;
         4'h9: sseg[6:0] = 7'b0010000;
         4'ha: sseg[6:0] = 7'b0001000;
         4'hb: sseg[6:0] = 7'b0000011;
         4'hc: sseg[6:0] = 7'b1000110;
         4'hd: sseg[6:0] = 7'b0100001;
         4'he: sseg[6:0] = 7'b0000110;
			default: sseg[6:0] = 7'b0001110;
     endcase
     sseg[7] = dp;
   end
endmodule
```

## flow/run.sh

```bash
#!/bin/bash
# OpenROAD 26Q1-2900-gdf79404cd8, Yosys 0.63+post, stock flow scripts
make -C /OpenROAD-flow-scripts/flow DESIGN_CONFIG=/design/flow/config.mk WORK_HOME=/design/flow/orfs finish
```

==> notes.md <==
Results of the flow run.

The share of flip-flops with an asynchronous set or reset after synthesis stands at 0. The yosys stat cell total stands at 177. After clock tree synthesis, the repair step resized 0 gates. The count of distinct cell types in the synthesized netlist stands at 28.

In this run the post-CTS setup repair buffer count came out at 0. The number of cells in the design after placement stands at 251. Each instance of the synthesized netlist takes up on average 9.24 µm².

The buffer levels on the longest clock path stands at 2. The floorplan has 29 rows. The die outline height stands at 100 µm. According to the dpl log, the detail-placed design has an HPWL of 2040 µm. The register bit total from synthesis stands at 29. During I/O placement, the number of pins put on the boundary was 68.

Before any placement, the netlist area is recorded as 0.00164 mm². The number of synthesized flops with an enable pin stands at 0. The chip area in the Yosys report stands at 0.00164 mm². The cell type that accounts for the most area after synthesis is dfxtp_1. The clock sink total stands at 29. The placement summary gives the final routability congestion estimate as 0.788.

The share of the core area taken by cells at floorplan is 0.261. Measured along the x axis, the die boundary spans 100 µm. The post-CTS hold buffer count recorded in the log is 0. Per Yosys stat, the portion of area used by sequential elements is 0.355.

In the synthesized netlist the dominant register cell turns out to be dfxtp_1. The synthesis report lists the most area-consuming cells as dfxtp_1 36%, buf_4 20%, ha_1 11%. CTS placed an instance of clkbuf_8 at the clock tree root. The count of mapped cells out of synthesis stands at 177. The top cell type's share of synthesized area stands at 0.355. The count of buffers from port buffering stands at 24. The maximum level of the CTS H-tree stands at 2.

The run stopped with a tool error. The CTS report gives the tree buffer count as 5. It got as far as global routing and failed there. The pin count of the biggest net entering global routing stands at 13. The number of warnings issued by yosys stands at 4.

The tool reported: "[ERROR RSZ-0074] Failed to build tree from global routes for pin 'input27/X' and net 'data_write[3]' at grid (58650, 86250): found route to 4 pins, expected 5".
==> Yosys cell counts (2+ instances only) <==
cell type   n
o21ai_0     2
a21oi_1     5
ha_1       15
conb_1      2
nand2_1     6
xor2_1      5
inv_1      12
buf_4      44
xnor2_1    12
nand4_1     4
a22o_1      2
nand2b_1    2
dfxtp_1    29
nand3_1     7
nor2_1     15
and4_4      2
and2_1      2
==> per-stage QoR <==
step / setup WS [ns] / cell area [µm²]
floorplan: 0.895 / 1710
global placement: 0.409 / 1700
detailed placement: 0.370 / 1700
CTS: 0.0662 / 1810
==> kinds of logic after synthesis <==
group                    after synthesis  share of synthesized area
buffers and inverters                 58                      0.235
AND/OR/NAND/NOR                       41                      0.129
flip-flops                            29                      0.355
XOR/XNOR                              17                     0.0910
adder cells (fa/ha/maj)               15                      0.115
AND-OR/OR-AND                         14                     0.0566
other                                  2                    0.00459
multiplexers                           1                     0.0138
