==> design/flow/design.v <==
module clk_gen(input      clk50MHz,
               output reg clk_5KHz);
   integer count;
   always@(posedge clk50MHz) begin
      if(count == 25000000) begin
         clk_5KHz = ~clk_5KHz;
         count = 0;
      end
      count = count + 1;
   end
endmodule
module bcd_lookup(input      [15:0] num,
                  output reg [15:0] BCD);
   always @(num)
      case(num)
         16'd1:      BCD = 16'h1;
         16'd2:      BCD = 16'h2;
         16'd6:      BCD = 16'h6;
         16'd24:     BCD = 16'h24;
         16'd120:    BCD = 16'h120;
         16'd720:    BCD = 16'h720;
         16'd5040:   BCD = 16'h5040;
         default:    BCD = 16'h0;
      endcase
endmodule
module led(	input      [3:0] number,
            output reg [7:0] s);
   always @(number) begin  
      case (number)
         4'h0: s = 8'h88;	 
         4'h1: s = 8'hed;	 
         4'h2: s = 8'ha2;	 
         4'h3: s = 8'ha4;	 
         4'h4: s = 8'hc5;	 
         4'h5: s = 8'h94;
         4'h6: s = 8'h90;
         4'h7: s = 8'had;
         4'h8: s = 8'h80;
         4'h9: s = 8'h84;
         default: s = 8'hff;	 
      endcase
   end
endmodule
   module LED_MUX (input            clk, rst,
                   input      [7:0] LED0, LED1, LED2, LED3,
                   output reg [3:0] LEDSEL,
                   output reg [7:0] LEDOUT);
   reg [1:0] index;
   always @(posedge clk)
      if(rst)
         index = 0;
      else
         index = index + 2'b1;
   always @(index or LED0 or LED1 or LED2 or LED3)
      case(index)
         0: begin
            LEDSEL = 4'b1110;
            LEDOUT = LED0;
         end
         1: begin
            LEDSEL = 4'b1101;
            LEDOUT = LED1;
         end
         2: begin
            LEDSEL = 4'b1011;
            LEDOUT = LED2;
         end
         3: begin
            LEDSEL = 4'b0111;
            LEDOUT = LED3;
         end
         default: begin
            LEDSEL = 0;
            LEDOUT = 0;
         end
      endcase
endmodule
module debounce(input      pb,
                input      clk,
                output reg pb_debounced);
   reg [7:0] shift; 
   always @ (posedge clk) begin 
      shift[6:0] <= shift[7:1]; 
      shift[7] <= pb; 
      if (shift==8'b11111111) 
         pb_debounced <= 1'b1; 
      else 
         pb_debounced <= 1'b0; 
   end 
endmodule
==> design/flow/run.sh <==
#!/bin/bash
# OpenROAD 26Q1-2900-gdf79404cd8, Yosys 0.63+post, stock flow scripts
make -C /OpenROAD-flow-scripts/flow DESIGN_CONFIG=/design/flow/config.mk WORK_HOME=/design/flow/orfs finish
==> design/flow/config.mk <==
export PLATFORM = sky130hd
export DESIGN_NAME = clk_gen
export DESIGN_NICKNAME = clk_gen
export VERILOG_FILES = /design/flow/design.v
export SDC_FILE = /design/flow/constraint.sdc
export NUM_CORES = 4
export LEC_CHECK = 1
export CORE_UTILIZATION = 30
==> design/flow/constraint.sdc <==
current_design clk_gen

set clk_period 7.9
set clk_io_pct 0.2

create_clock -name clk0 -period $clk_period [get_ports {clk50MHz}]

set non_clock_inputs [all_inputs -no_clocks]
set_input_delay [expr $clk_period * $clk_io_pct] -clock clk0 $non_clock_inputs
set_output_delay [expr $clk_period * $clk_io_pct] -clock clk0 [all_outputs]
==> changes_impl.md <==
### Implementation results

* N_diodes at 0
* Kind of critical path: flop to output port
* Ys Warns at 1
* Gp weighted congestion at ~0.80
* Max-area cell share at between 40 and 50%
* Biggest area cells: dfxtp_1 (42%), xnor2_1 (9.3%), nand3_1 (4.6%)
* WL/cell at 11.5 um
* Area growth syn-to-layout at 9.19%
* Tightest Pin Transition at ~0.63 ns
* Slowest stage delay, CP at 0.45 ns
* Clk latency late pin at 0.28 ns
* CTS Sinks at 33
* CTS Hold Bufs at 0
* Endpoint type of the worst setup path: output port
* Clock Tree Buf Depth at 2
* Largest net degree at the start of global routing at 14
* Clock skew at 0.00276 ns
* Setup slack, reg-to-reg at 6.08 ns
* Max Clk Rate at about 380 MHz
* # IOs at 2
* Post-CTS setup buffer count at 0
* CP max FO at 2
* Crit path cell chain: clkdlybuf4s50_1
* Final Critical Period at 2.65 ns
* DRT iter0 DRCs at 47
* Number of synthesized register bits at 33
* Port bufs at 1
* Clk pin slew, worst setup/hold paths at approximately 0.06 ns
* Non-Filler Instances at between 200 and 250
* Num CTS Buffers at 5
* Commonest flop: dfxtp_1
* Post-synth area from yosys stat at 0.00151 mm^2
* Startpoint types: flop
* Setup TNS at 0 ns
* Unique masters post-synth at 38
* GRT Total Usage at between 10% and 20%
* CP top delay family: buffers and inverters
* # resized after CTS at 0
* Avg Synthesized Cell Area at 9.27 um^2
* Max-cap check violation count at 0
* Chip area at 0.00533 mm^2
* End of the critical path: clk_5KHz
* Yosys top cell by area: dfxtp_1
* Static Leak at 0.527 nW
* Arrival time worst endpoint at 1.07 ns
* Pre-Place Util at 31.6%
* Die H at 73.0 um
* Count of tool warnings at 25
* Cells in synth_stat.txt at 163
* Final Max Slew Viols at 0
* Gr ovfl total at 0
* # placed instances at around 220
* PD cells at 178 mW/mm^2
* Synth cell count leaders: dfxtp_1 (32), xnor2_1 (16), nand3_1 (14), nand2_1 (12)
* Initial antenna violation count at 0
* First-pass iteration count of the detailed router at 4
* Ys async rst share at 0%
* Final WL at 2630 um
* Htree depth at 2
* Tcrit/Tclk final at 33.6%
* Cells after Synth at roughly 160
* Final setup viols at 0
* Post-DP HPWL at between 1500 and 2000 um
* R2R Path Start: count[3]
* Rows at 25
* Final hold violation count at 0
* Slew headroom at 58.2%
* Post-synth EDFFs at 1
* Worst r2r path cells at 4
* Pwr Total at 0.000293 W
* Die W at 73.0 um
* Critical Path Start: clk_5KHz
* Worst hold path type: flop to flop
* First-pass GRT wire length at 4660 um
* Drt via density at approximately 4.7
* Synthesized area at roughly 0.0015 mm^2
* Layout cells sized above 1 at 9.20%
* Top-count cell post-synth: dfxtp_1
* Drt drc at 0
* Crit path buffers/inverters at 1
* Status: complete, no violations
* CTS tree: done
* Critical path required time at 6.32 ns
* Routed vias at 1085
* Number of global-route vias before repair at approximately 1.0k
* Sequential cell area fraction in the yosys report at roughly 44%
* Routed Antenna Nets at 0
* Final instance area at 0.00165 mm^2
* Core Region at 0.00479 mm^2
* Critical path depth at 1
* Clock tree root buffer cell: clkbuf_8
* R2r endpoint: clk_5KHz
* Maximum vdd drop at 0.0672 mV
* RSZ-0062 raised after global routing: false
* Slowest cell on the critical path: clkdlybuf4s50_1
* Post-DP Area at 0.00156 mm^2
layout make-up:
type	count	area [um^2]
fillers	476	3140
repair buffers	1	10.0
clock buffers	7	86.3
inverters	6	22.5
flip-flops and latches	33	671
well taps	67	83.8
multi-input cells	116	777
cell families (layout without fill, tap and decap cells):
kind of cell / count (synthesis) / after routing / synth area share (%)
XOR/XNOR: 23 / 23 / 13.3
buffers and inverters: 14 / 14 / 4.22
AND-OR/OR-AND: 20 / 20 / 7.78
flip-flops: 33 / 33 / 44.4
AND/OR/NAND/NOR: 72 / 72 / 29.5
adder cells (fa/ha/maj): 1 / 1 / 0.828
state kept, by name, indices dropped and copies added, names as in the netlist:
register,count
count,32
clk_5KHz,1
per-layer routing:
metal	wire [um]	vias up	GRT usage, %
li1	-	580	-
met5	0	-	0
met1	1470	484	18.6
met3	75	8	2.24
met4	55	0	1.96
met2	1030	13	15.6
worst min path at each step:
stage | startpoint | to | slack (ns) | depth (start not counted)
CTS | count[0] | count[0] | 0.45 | 1
global route | count[0] | count[0] | 0.48 | 1
finish | count[0] | count[0] | 0.45 | 1
cell usage in the layout (no fill, tap or decap), drive strengths merged:
cell and n:
o31ai 1, and4 6, o211ai 2, clkdlybuf4s50 1
nor2 8, nor4b 2, a21oi 3, a22oi 2
ha 1, nand2 13, inv 6, or4 1
nand4 10, clkbuf 7, dfxtp 32, xnor2 16
o22ai 1, nor4 4, nor3 4, o21ai 11
nor3b 2, or3 1, edfxtp 1, nand2b 1
and3 4, nand3 14, xor2 7, and2 2
per-stage QoR:
stage | util [%] | worst slack [ns] | hold slack [ns]
3_3_place_gp | 32.7 | 5.55 | 0.433
2_1_floorplan | - | 5.99 | 0.402
6_report | 34.5 | 5.25 | 0.449
3_5_place_dp | 32.7 | 5.54 | 0.438
4_1_cts | 34.5 | 5.23 | 0.453
5_1_grt | 34.5 | 5.20 | 0.478
power by group:
| group | switching (W) | internal (W) | total [W] |
|---|---|---|---|
| Sequential | 0 | 0.000167 | 0.000167 |
| Clock | 0.0000574 | 0.0000690 | 0.000126 |
| Combinational | 0 | 0 | 0.000000000213 |
Power and IR drop assume default switching activity.
